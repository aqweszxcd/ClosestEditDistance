### flow/run.sh
#!/bin/bash
# OpenROAD 26Q1-2900-gdf79404cd8, Yosys 0.63+post, stock flow scripts
make -C /OpenROAD-flow-scripts/flow DESIGN_CONFIG=/design/flow/config.mk WORK_HOME=/design/flow/orfs finish
### flow/config.mk
export PLATFORM = sky130hd
export DESIGN_NAME = EditDistance
export DESIGN_NICKNAME = EditDistance
export VERILOG_FILES = /design/flow/design.v
export SDC_FILE = /design/flow/constraint.sdc
export NUM_CORES = 4
export LEC_CHECK = 1
export CORE_UTILIZATION = 40
### flow/constraint.sdc
current_design EditDistance

set clk_period 6.2
set clk_io_pct 0.2

create_clock -name clk0 -period $clk_period [get_ports {clk}]

set non_clock_inputs [all_inputs -no_clocks]
set_input_delay [expr $clk_period * $clk_io_pct] -clock clk0 $non_clock_inputs
set_output_delay [expr $clk_period * $clk_io_pct] -clock clk0 [all_outputs]
### flow/design.v
`timescale 1ns / 1ps
module EditDistance(
output reg [(32-1):0]addr_rom_0,
input wire [(2-1):0]data_o_0,
output reg [(32-1):0]addr_rom_1,
input wire [(2-1):0]data_o_1,
input wire clk,
input wire rst,
output reg result_en,
output reg [(32-1):0]result_addr,
output reg [(32-1):0]result
);
function [4:0]distance;
input wire [4:0] a;
input wire [4:0] b;
input wire [4:0] c;
input wire [(2-1):0] x;
input wire [(2-1):0] y;
reg [4:0] a1;
reg [4:0] b1;
reg [4:0] c1;
begin
    a1=a+1;
    b1=(x==y)?b:(b+2);
    c1=c+1;
    distance=
    (((a1<=b1)&&(a1<=c1))?(a1):(32'd0))|
    (((b1<=c1)&&(b1<=a1))?(b1):(32'd0))|
    (((c1<=a1)&&(c1<=b1))?(c1):(32'd0));
end
endfunction
int a,b,c;
genvar d,e,f;
reg [(32-1):0] state;
reg [(32-1):0] delay_addr_0,addr_rom_o_0; 
reg read_en_0,delay_en_0,read_en_o_0; 
always@(posedge clk)begin
    delay_en_0<=read_en_0;   delay_addr_0<=addr_rom_0;
    read_en_o_0<=delay_en_0; addr_rom_o_0<=delay_addr_0;
end
reg [(32-1):0] delay_addr_1,addr_rom_o_1; 
reg read_en_1,delay_en_1,read_en_o_1; 
always@(posedge clk)begin
    delay_en_1<=read_en_1;   delay_addr_1<=addr_rom_1;
    read_en_o_1<=delay_en_1; addr_rom_o_1<=delay_addr_1;
end
reg [(32-1):0] size_0=32'h668,size_1=32'h3a8; 
reg delay2_en_0[0:(3*16)]; 
always@(posedge clk)begin
if ( rst ) begin
    delay2_en_0[0]<=0;
    for ( a=0 ; a<(3*16); a=a+1) delay2_en_0[a+1]<=0;
end else begin
    delay2_en_0[0]<=read_en_0;
    for ( a=0 ; a<(3*16); a=a+1) delay2_en_0[a+1]<=delay2_en_0[a];
    result_en<=delay2_en_0[3*16]; 
end
end
reg [(32-1):0] delay2_addr_0[0:(2*16+1)]; 
always@(posedge clk)begin
if ( rst ) begin
    delay2_addr_0[0]<=0;
    for ( a=0 ; a<(2*16+1); a=a+1) delay2_addr_0[a+1]<=0;
end else begin
    delay2_addr_0[0]<=addr_rom_0;
    for ( a=0 ; a<(2*16+1); a=a+1) delay2_addr_0[a+1]<=delay2_addr_0[a];
    result_addr<=delay2_addr_0[2*16+1]; 
end
end
reg [(2-1):0] fixed_data[0:(16-1)];
always @(posedge clk) begin
if ( read_en_o_1 ) begin 
    fixed_data[addr_rom_o_1]<=data_o_1;
end
end
reg [(2-1):0] pipe_data[0:(16-1)][0:(16-1)];
always @(posedge clk) begin
if ( read_en_o_0 ) begin
    for ( a=0 ; a<(16-1); a=a+1) begin
        pipe_data[a][a]<=pipe_data[a+1][a+1];
    end
    pipe_data[16-1][16-1]<=data_o_0;
end
    for ( b=0 ; b<(16-1); b=b+1) begin
        for ( a=0 ; a<(b+1); a=a+1) begin
            pipe_data[b+1][a]<=pipe_data[b+1][a+1];
        end
    end
end
reg [4:0] compute_matrix[0:16][0:16];
assign compute_matrix[0][0]=0; 
for ( d=0 ; d<(16); d=d+1) begin
    assign compute_matrix[d+1][0]=d+1;
    assign compute_matrix[0][d+1]=d+1;
end
always@(posedge clk)begin
    for ( b=1 ; b<(16+1); b=b+1) begin
        for ( a=1 ; a<(16+1); a=a+1) begin
            compute_matrix[b][a]<=distance(
                compute_matrix[b][a-1],compute_matrix[b-1][a-1],compute_matrix[b-1][a],
                pipe_data[b-1][0],fixed_data[a-1]
                );
        end
    end
end
always@(posedge clk)begin
    result<=compute_matrix[16][16];
end
always @(posedge clk)begin
if (rst) begin
    state<=0;
    result_en<=0;
    result_addr<=0;
end
else if (state==0) begin
	state<=state+1; 
    read_en_0<=0;
    addr_rom_0<=0;
    read_en_1<=0;
    addr_rom_1<=0;
end
else if (state==1) begin 
    state<=state+1; 
    read_en_0<=0;
    addr_rom_0<=0;
    read_en_1<=1; 
    addr_rom_1<=0;
end
else if (state==2) begin 
	if ( addr_rom_1<(16-1) ) begin
        state<=state;
        read_en_0<=0;
        addr_rom_0<=0;
        read_en_1<=1; 
        addr_rom_1<=addr_rom_1+1; 
    end else
    begin
    state<=state+1; 
    read_en_0<=0;
    addr_rom_0<=0;
    read_en_1<=0;
    addr_rom_1<=0;
    end
end
else if (state==3) begin 
    state<=state+1; 
    read_en_0<=1; 
    addr_rom_0<=0;
    read_en_1<=0;
    addr_rom_1<=0;
end
else if (state==4) begin 
	if ( addr_rom_0<(size_0-1) ) begin
        state<=state;
        read_en_0<=1;
        addr_rom_0<=addr_rom_0+1;
        read_en_1<=0; 
        addr_rom_1<=0; 
    end else
    begin
    state<=state+1; 
    read_en_0<=0;
    addr_rom_0<=0;
    read_en_1<=0;
    addr_rom_1<=0;
    end
end
end
endmodule
==> run summary <==
Update from the flow run.

The maximum level of the CTS H-tree is 4. The final layout contains routed wiring with a total length of 438 mm. The number of remaining DRC errors is 0. In the final routed layout, each cell accounts on average for 16.1 µm.

Per the synth stats, the proportion of register bits with asynchronous set or reset is 0%. The number of CTS-inserted buffers is 207. The total overflow left after global routing is 0. The average instance in the mapped netlist occupies 8.35 µm².

The type of the worst min-delay path is reg2reg. The startpoint of the most critical hold path is pipe_data[135][1]. The final timing summary puts the cycle share of the worst path at 62.9%. The met2 demand-to-capacity share in global routing is 32.9%. The final timing report lists clock skew as 0.106 ns. According to the CTS report, the clock sink count is 1679. The sort of element at the end of the critical path is a flip-flop. After detailed routing, the number of vias per cell comes to 5.41. The initial antenna violation count is 2. The number of placed instances, taps included, is 26896. The maximum number of pins on one net before global-route repair is 63.

The DRC violation total after the first TritonRoute iteration is 8232. The vertical die dimension is 666 µm. met1 track demand over resource after global routing is 28.8%. The worst setup path is launched from a flip-flop. The final tally of hold violations is 0. The cell count after synthesis is 21109. The first global-routing pass estimated 730 mm of wire. The most frequently used library cell after synthesis is ha_1.

OpenROAD emitted warnings numbering 52. The cell area after technology mapping is 176000 µm². The area fraction of the largest cell type after synthesis is 22.8%. The met3 usage in global routing is 1.88%. After clock tree synthesis, the repair step resized 0 gates. The synthesized netlist contains 107 unique library cells. The number of setup buffers added after CTS is 0. The measured slew at the worst slew-check pin is 0.967 ns.

After floorplanning, the die was sized to cover 443000 µm². The pre-CTS setup slack is 2.33 ns.

The final setup violation count is 0.

Per the OpenROAD floorplan log, the width of the die is 666 µm. The clock transition at the registers of the reported paths is 0.06 ns. The worst slew margin relative to its limit is 35.1%. The total I/O pin count is 135.

The initial core utilization is 40.2%. As reported, the later end of the worst-skew pair has a clock insertion delay of 0.96 ns. The total vias in the final route is 147577.

The congestion estimate from routability-driven global placement came to 0.896. The layer flagged by global routing as most heavily used is met2. Subtracting the final worst setup slack from the clock period gives 3.90 ns.

Setup repair after global routing left no endpoint under its margin. The via count of the first global-routing pass was 143402. According to the dpl log, the detail-placed design has an HPWL of 352 mm.

The critical path is of the reg2reg type. Per the final layout report, the fraction of cells sized above drive strength 1 comes to 3.23%. The number of hold buffers added after CTS is 0. The final timing report gives a worst setup slack of 2.30 ns.

The source of the critical timing path is fixed_data[13][1]. The commonest cells after synthesis are 3215 x ha_1, 2227 x inv_1, 1885 x nor2_1. The CTS tree is built. The detail route stage leaves a number of antenna-violating nets equal to 0. Looking at the reg2reg group, the worst path starts from fixed_data[13][1].

For reference, the top cells by area after synthesis are ha_1 23%, dfxtp_1 18%, xor2_1 6.6%. The count of maximum capacitance violations is 0. Looking at the critical path, the highest net fanout was 16.

The arrival time of data at the worst endpoint is listed as 4.71 ns. The number of max-slew violations in the final report is 0. The number of flops mapped to enable cells by yosys is 130. The synthesized flop and latch total is 1679.

The endpoint required time on the critical path is 7.01 ns. The number of cells in the finished layout apart from fillers is 27280. The Yosys step of the flow raised 104 warnings. The buffer type at the clock tree root is clkbuf_16. Based on the critical path, the design can be clocked at up to 256 MHz. The cell type with the largest total area after synthesis is ha_1.

The flow measured a signed area growth from synthesis to layout of 8.01%. The run finished with clean final reports. Global routing used 19.9% of the available tracks across all layers. The synth_stat.txt file lists the number of cells as 21109.

The maximum buffer depth of the clock tree is 4. The share of the Yosys chip area taken by registers is 19.8%. Buffers placed on the I/O ports in this run total 74. The row count is 243. The number of optimization iterations in the first detailed-route pass is 10. The most frequently used flop master after synthesis is dfxtp_1. After routing, the total negative slack on setup checks comes to 0 ns. In the synthesis report, Yosys lists the chip area as 176000 µm². The region available for standard cell placement spans 438000 µm². The utilization after layout is 43.4%.
[placed cells by master (no fill, tap or decap), types with 419 or more instances in the layout]
| cell | Yosys | layout |
|---|---|---|
| a21o_1 | 587 | 587 |
| a21oi_1 | 757 | 757 |
| a221o_1 | 476 | 476 |
| dfxtp_1 | 1549 | 1544 |
| ha_1 | 3215 | 3215 |
| inv_1 | 2227 | 2227 |
| maj3_1 | 428 | 428 |
| nand2_1 | 668 | 668 |
| nand2b_1 | 498 | 498 |
| nand3_1 | 536 | 536 |
| nand4_1 | 637 | 637 |
| nor2_1 | 1885 | 1884 |
| nor2b_1 | 674 | 674 |
| nor3_1 | 419 | 419 |
| o21ai_0 | 831 | 831 |
| xnor2_1 | 1094 | 1094 |
| xor2_1 | 1320 | 1320 |
[routing by layer]
layer	share of wire, %	wire length [µm]
met1	49	214000
met2	46	200000
met3	3.7	16200
met4	2.0	8880
met5	0	0
[sequential cells by signal, summed over array words and instances (netlist names)]
signal          flops
addr_rom_o_1        4
delay_en_1          1
read_en_o_0         1
read_en_0           1
read_en_o_1         1
delay_en_0          1
result              5
addr_rom_0         32
fixed_data         32
pipe_data         272
state              32
addr_rom_1         32
compute_matrix   1260
delay_addr_1        4
read_en_1           1
[critical path, stage by stage (launching register included)]
cell      delay, ns
edfxtp_1       0.32
buf_4          0.38
xor2_1         0.18
nor2_1         0.46
mux2i_1        0.39
ha_1           0.33
a31o_2         0.24
a311oi_1       0.26
maj3_1         0.24
a21boi_0       0.32
a21oi_1        0.14
o21ai_0        0.36
o221ai_1       0.16
[final timing paths]
kind	end	slack, ns	cells past startpoint
max reg2reg	compute_matrix[269][3]	2.30	12
min reg2reg	pipe_data[134][1]	0.26	0
max	compute_matrix[269][3]	2.30	12
min	pipe_data[134][1]	0.26	0
[through the flow]
stage,cell area (µm²),hold slack [ns]
after detailed placement,183000,0.312
after global routing,190000,0.244
after global placement,183000,0.310
final,190000,0.261
after floorplan,177000,0.310
after CTS,190000,0.250
[logic make-up (layout without fill, tap and decap cells)]
group           count (synthesis)  in the layout  synth area share, %
xor+xnor                     2456           2456                 12.5
other cells                     2            151              0.00426
flops                        1679           1679                 19.8
fa+ha+maj                    3648           3648                 25.3
buf+inv                      2639           2781                 6.09
simple gates                 5891           5891                 16.7
mux                           215            215                 1.23
compound gates               4579           4579                 18.4
[final cells by class]
type	instances	area [µm²]
inverter	2233	8380
clock buffer	283	5950
tap	5880	7360
antenna	9	22.5
multi-input combinational	16931	131000
clock inverter	92	1110
sequential	1679	34900
fill	42495	248000
timing repair buffer	173	1480
